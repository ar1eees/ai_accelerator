==> flow/constraint.sdc <==
current_design col_buffer

set clk_period 85.7
set clk_io_pct 0.2

create_clock -name clk0 -period $clk_period [get_ports {clk}]

set non_clock_inputs [all_inputs -no_clocks]
set_input_delay [expr $clk_period * $clk_io_pct] -clock clk0 $non_clock_inputs
set_output_delay [expr $clk_period * $clk_io_pct] -clock clk0 [all_outputs]
==> flow/design.v <==
module col_buffer #(
    parameter RowBufSize = 256,
    parameter RowBufAddrW = $clog2(RowBufSize)
) (
    input  clk, nrst, route_en, start,
    input  [RowBufAddrW-1:0] col_size,
    input  [ 63:0] data_in,
    output reg row_done,
    output [  7:0] valid,
    output [191:0] mapping
);
    reg [RowBufAddrW-1:0] max_count;  
    reg [7:0] row_buff [0:1][0:RowBufSize-1];
    reg [RowBufAddrW:0] count;     
    reg [23:0] temp_map [0:7];
    reg [7:0] valid;
    localparam IDLE  = 2'b00;
    localparam ROUTE = 2'b01;
    localparam WAIT  = 2'b10;  
    localparam DONE  = 2'b11;
    reg [1:0] state;
    always @(posedge clk) begin
        if (!nrst) begin
            state <= IDLE;
        end else begin
            case (state)
                IDLE:    state <= (route_en)? ROUTE : IDLE;
                ROUTE:   state <= WAIT;
                WAIT:    state <= (count < max_count)? ROUTE : DONE;
                default: state <= IDLE;
            endcase
        end
    end
    integer i;
    always @(posedge clk) begin
        if (!nrst) begin
            valid <= 0;
            row_done <= 0;
            max_count <= 0;
            count <= 0;
            for (i=0; i<RowBufSize; i=i+1) begin
                row_buff[0][i] <= 8'b0;
                row_buff[1][i] <= 8'b0;
            end
            for (i=0; i<8; i=i+1) begin
                temp_map[i] <= 23'b0;
            end
        end else begin
            case (state)
                IDLE: begin
                    if (route_en) begin
                        valid <= 0;
                        row_done <= 0;
                        max_count <= (col_size < RowBufSize)? col_size : RowBufSize;
                        count <= 0;
                    end
                    for (i=0; i<8; i=i+1) begin
                        temp_map[i] <= 23'b0;
                    end
                end
                ROUTE: begin
                    if (!start) begin
                        temp_map[0] <= {
                            data_in[ 7:0],
                            row_buff[0][count],
                            row_buff[1][count]
                        };
                        temp_map[1] <= {
                            data_in[15:0],
                            row_buff[1][count]
                        };
                    end
                    temp_map[2] <= data_in[23: 0];
                    temp_map[3] <= data_in[31: 8];
                    temp_map[4] <= data_in[39:16];
                    temp_map[5] <= data_in[47:24];
                    temp_map[6] <= data_in[55:32];
                    temp_map[7] <= data_in[63:40];
                    row_buff[0][count] <= data_in[55:48];
                    row_buff[1][count] <= data_in[63:56];
                    valid <= (start)? 8'hFC: 8'hFF;
                    count <= count + 1;
                end
                WAIT: begin
                    if (count >= max_count) begin
                        row_done <= 1;
                    end
                    valid <= 0;
                end
                default: begin
                end
            endcase
        end
    end
    wire [7:0] r6,r7;
    assign r6 = row_buff[0][count];
    assign r7 = row_buff[1][count];
    assign mapping[ 23:  0] = temp_map[0];
    assign mapping[ 47: 24] = temp_map[1];
    assign mapping[ 71: 48] = temp_map[2];
    assign mapping[ 95: 72] = temp_map[3];
    assign mapping[119: 96] = temp_map[4];
    assign mapping[143:120] = temp_map[5];
    assign mapping[167:144] = temp_map[6];
    assign mapping[191:168] = temp_map[7];
endmodule
==> flow/run.sh <==
#!/bin/bash
# OpenROAD 26Q1-2900-gdf79404cd8, Yosys 0.63+post, stock flow scripts
make -C /OpenROAD-flow-scripts/flow DESIGN_CONFIG=/design/flow/config.mk WORK_HOME=/design/flow/orfs finish
==> flow/config.mk <==
export PLATFORM = sky130hd
export DESIGN_NAME = col_buffer
export DESIGN_NICKNAME = col_buffer
export VERILOG_FILES = /design/flow/design.v
export SDC_FILE = /design/flow/constraint.sdc
export NUM_CORES = 4
export LEC_CHECK = 1
export CORE_UTILIZATION = 40
==> summary.txt <==
impl run done, here's what came out: outcome=finished, final reports clean, H-tree depth=5, Antenna Nets Post-Route=0, area reported by Yosys stat=242000 µm², HP Class=flip-flop to flip-flop, Worst EP arrival=22.13 ns, critical-path cell list=clkdlybuf4s50_1, nor2b_4, buf_4, nand3_1, a21oi_1, nand3_1, nor4_1, nand4_1, o211ai_1, detailed placement HPWL=842000 µm, yosys cell count=20349, largest net degree at the start of global routing=103, CTS Buf Count=472, Die H=779 µm, die width=779 µm, Post-synth EDFFs=4096, worst skew pair latency=1.23 ns, Synth Cell Area=242000 µm², Synth top area share=50.9%, Yosys reg bits=4225, Sequential cell area=126000 µm², cell with the most instances after synthesis=nand2_1, cycle use final=24.6%, RSZ-0062 raised after global routing=no, most frequent cells after synthesis=nand2_1, edfxtp_1, o21ai_0, WL per Instance=41.9 µm, Crit path top cell by count=nand3_1, Clock Tree Buf Depth=4, min Tclk post-route=21.07 ns, ao+oa area frac=11.2%, Post-CTS Setup Bufs=0, initial antenna violation count=170, root buf cell=clkbuf_16, Cell area leaders=edfxtp_1, mux4_2, o21ai_0, nand2_1, mux2i_1, crit-path max cell delay=0.81 ns, area of the core=602000 µm², # IOs=277, Vias=195914, Starting DRT DRC Count=20092, FP Rows=285, Starting Density=40.1%, Unique masters post-synth=76, gr usage total=42.5%, Async SR Flop Fraction=0%, first-pass GRT wire length=1630000 µm, Yosys top cell by area=edfxtp_1, CTS-repair resized insts=0, Placed Instance Area=253000 µm², Die Size=608000 µm², Post-Syn Instances=20349, clk sinks=4225, Max Clk Rate=47.5 MHz, logic area=108000 µm², Routed WL=1200000 µm, filler cell count=53494, Max Clock Skew=0.147 ns, yosys xor share=0.0217%, Worst Setup End Kind=flip-flop, gp weighted congestion=1.12, Basic Gates by Area=10.9%, clock-pin slew on the worst setup and hold paths=0.06 ns, vias in the first global route=195700, Post-CTS Hold Buffers=0, Dominant comb cell=multiplexers, first-pass iteration count of the detailed router=7, critical path class=primary input to flip-flop, final hold vios=0, Slew @ Worst Pin=1.45 ns, Max-Cap Viols=0, CTS tree=built, Log Warnings=36, Critical Path Slowest Stage Cell=clkdlybuf4s50_1, startpoint types=primary input, PortBufs=276, setup violators final=0, VDD IR max=0.0181 mV, total grt overflow=0, YS warnings=2, Adder Share, Synth=0.0621%, Rel. slew slack=2.77%, Post-Syn Area per Cell=11.9 µm², Leak=80.3 nW, main flop type=edfxtp_1, pwr dens=18.7 nW/µm², post-synthesis sequential area ratio=51.9%, CP required=86.76 ns, Residual DRC=0, ratio of cells with drive above 1 in the final layout=18.7%, Via density=6.82, TNS Setup=0 ns, Max Fanout on Critical Path=16, Slew Limit Fails=0, area grow syn2layout=11.2%, post-route cell area=269000 µm², Mux area share=22.2%
logic make-up (layout without fill, tap and decap cells):
group                    Yosys count  in the layout
multiplexers                    2663           2663
buffers and inverters           1887           1945
other                              0            283
flip-flops                      4225           4225
AND-OR/OR-AND                   4968           4968
AND/OR/NAND/NOR                 6588           6588
adder cells (fa/ha/maj)           12             12
XOR/XNOR                           6              6
layout make-up:
| class | instances | share of cell area, % |
|---|---|---|
| flip-flops and latches | 4225 | 46.7 |
| inverters | 19 | 0.0316 |
| repair buffers | 1043 | 3.26 |
| clock buffers | 583 | 4.63 |
| multi-input cells | 14237 | 40.2 |
| well taps | 8036 | 3.74 |
| clock inverters | 300 | 1.14 |
| diodes | 283 | 0.263 |
through the flow:
stage                     hold WS (ns)  setup WS [ns]  cells  power [mW]  utilization (%)
final                            0.411          64.63  28726        5.04             44.6
after detailed placement         0.396          63.72  27560        2.95             42.0
after global placement           0.394          63.76  27560        2.95             42.0
after CTS                        0.410          64.82  28443        5.00             44.5
after global routing             0.428          64.83  28612        5.11             44.6
after floorplan                  0.391          66.56  20349        2.71                -
path summary, 6_finish.rpt:
kind / from / endpoint / slack [ns] / depth (start not counted)
max: start / temp_map[0][14] / 64.63 / 9
min: state[3] / state[0] / 0.41 / 1
max reg2reg: flip-flop / temp_map[0][15] / 77.92 / 13
min reg2reg: state[3] / state[0] / 0.41 / 1
registers in the layout, summed over array words and instances, names as in the netlist, named ones only:
name	flops
count	9
max_count	8
row_buff	4096
row_done	1
state	4
temp_map	96
valid	2
cell usage in the layout, fill, tap and decap left out, types with 27 or more instances in the layout:
cell,instances
nor2_1,656
o211ai_1,41
clkinv_2,98
clkdlybuf4s50_1,259
clkbuf_16,475
mux4_2,2164
nor3_1,76
o21ai_0,4045
nand2_1,4962
a31oi_1,27
edfxtp_1,4096
mux2i_1,478
or3_1,36
nand3_1,569
a221oi_1,29
buf_4,758
clkinv_1,100
a211oi_1,38
o22ai_1,97
clkbuf_1,90
bufinv_16,45
dfxtp_1,112
diode_2,283
a22o_1,205
a22oi_1,205
a21oi_1,136
nand4_1,42
worst max-delay path: cells and delay by family:
kind | cells | cell delay [ns]
AND-OR/OR-AND | 2 | 0.98
buffers and inverters | 2 | 1.26
AND/OR/NAND/NOR | 5 | 2.71
per-layer routing:
layer	vias up	share of wire, %	track usage (%)
met4	295	9.2	29.2
met2	18008	40	52.7
li1	77685	-	-
met3	4125	21	38.0
met5	-	1.1	21.6
met1	95801	29	44.5
where the power goes:
part	leakage, nW	internal (mW)	switching (mW)	total (mW)
logic	32.6	0.172	0.350	0.522
registers	40.2	2.36	0.0596	2.42
clock network	7.55	1.17	0.926	2.09
Power is estimated from default activity; no workload was simulated.
