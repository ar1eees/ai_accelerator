==> flow/config.mk <==
export PLATFORM = sky130hd
export DESIGN_NAME = buffer
export DESIGN_NICKNAME = buffer
export VERILOG_FILES = /design/flow/design.v
export SDC_FILE = /design/flow/constraint.sdc
export NUM_CORES = 4
export LEC_CHECK = 1
export CORE_UTILIZATION = 40
==> flow/constraint.sdc <==
current_design buffer

set clk_period 16.0
set clk_io_pct 0.2

create_clock -name clk0 -period $clk_period [get_ports {clk}]

set non_clock_inputs [all_inputs -no_clocks]
set_input_delay [expr $clk_period * $clk_io_pct] -clock clk0 $non_clock_inputs
set_output_delay [expr $clk_period * $clk_io_pct] -clock clk0 [all_outputs]
==> flow/design.v <==
module buffer #(
    parameter DataWidth = 8,
    parameter BuffDepth = 256,
    parameter AddrWidth = $clog2(BuffDepth)
) (
    input                      clk, write_en, read_en,
    input      [DataWidth-1:0] data_in, 
    input      [AddrWidth-1:0] addr,
    output reg [DataWidth-1:0] data_out
);
    reg [DataWidth-1:0] buffer [0:BuffDepth-1];
    always @(posedge clk) begin
        if (read_en && !write_en) begin
            data_out <= buffer[addr];
        end else if (write_en && !read_en) begin
            buffer[addr] <= data_in;
        end
    end
endmodule
==> flow/run.sh <==
#!/bin/bash
# OpenROAD 26Q1-2900-gdf79404cd8, Yosys 0.63+post, stock flow scripts
make -C /OpenROAD-flow-scripts/flow DESIGN_CONFIG=/design/flow/config.mk WORK_HOME=/design/flow/orfs finish
==> impl_metrics.py <==
# Flow results
metrics = {
    "logic_synthesis": {
        "edf_count": 2056,
        "synth_seq_share_pct": 78.8,
        "area_leaders": "edfxtp_1 (79%), mux4_2 (15%), a22oi_1 (2.5%)",
        "top_cell": "edfxtp_1",
        "synth-area-yosys_um2": 78400,
        "simple_gate_area_share_pct": 1.61,
        "ys_cells": 3527,
        "top_cell_area_share_pct": 78.8,
        "ys_types": 21,
        "largest_area_cell": "edfxtp_1",
        "async_reset_ff_share_pct": 0,
        "flop_cell": "edfxtp_1",
        "netlist_top_cells_count": "edfxtp_1 (2,056), mux4_2 (512), nor2_1 (260)",
        "xor_share_pct": 0,
        "syn_avg_cell_area_um2": 22.2,
        "syn-cell-area_um2": 78400,
        "syn_inst": 3527,
        "logic_family": "multiplexers",
        "ys_warn_count": 1,
        "mux_share_pct": 14.7,
        "numSynthFlops": 2056,
        "synth_adder_area_share_pct": 0,
        "ys_sh_aoi_pct": 3.63,
    },
    "worst_setup_path": {
        "cp_cell_sequence": "buf_8, buf_4, buf_4, buf_4, buf_4, mux4_2, a22oi_1, a21oi_1, o41ai_1, buf_4, nand4_1",
        "arrival_ps": 7910,
        "cpPeakStageDelay_ps": 680,
        "end_kind": "register",
        "crit_path_start_kind": "primary input",
        "critPathKind": "in2reg",
        "crit_required_ps": 16540,
        "path_max_fanout": 78,
        "slowest_stage": "buf_4",
        "cpMostUsedCell": "buf_4",
        "critPathTopFamily": "buffers and inverters",
        "cp_num_buf_inv": 6,
    },
    "detailed_routing": {
        "wirelength_um": 189000,
        "drc": 0,
        "wl_per_cell_um": 29.1,
        "drtAntennaViolNets": 0,
        "first_pass_iters": 5,
        "drtIter0Drc": 2587,
        "via_per_inst": 5.63,
        "vias": 36591,
    },
    "floorplanning": {
        "die_area_um2": 198000,
        "fp-row-count": 162,
        "ios": 27,
        "fp-utilization_pct": 40.2,
        "die_y_um": 445,
        "die_w_um": 445,
        "core_area_um2": 195000,
    },
    "final_timing": {
        "fin_skew_ps": 45.9,
        "finalHoldViolCount": 0,
        "worstMarginPinSlew_ps": 1020,
        "slew_headroom_pct": 31.6,
        "timing.final.crit_period_ps": 7370,
        "finalMaxSlewViolations": 0,
        "rsz0062_at_grt": "no",
        "finalSetupViolCount": 0,
        "timing.setup.tns_ps": 0,
        "achievable-frequency_mhz": 136,
        "min_period_over_period_pct": 46.1,
        "setup_slack_ps": 8630,
    },
    "global_route": {
        "grt_usage_pct": 21.4,
        "grt_pass1_wl_um": 277000,
        "grt.overflow.total": 0,
        "grt_start_max_net_pins": 129,
        "grt_pass1_vias": 40722,
        "antenna_found_initial": 9,
    },
    "finish": {
        "fin_area_um2": 89000,
        "final_util_pct": 45.7,
        "drive_gt1_share_pct": 25.6,
        "syn2layout_area_growth_pct": 13.5,
    },
    "place": {
        "pre_cts_slack_ps": 7810,
        "port_buffers": 26,
        "place.gp.congestion": 0.866,
        "dpl_cell_area_um2": 82300,
        "place_hpwl_um": 111000,
    },
    "hold_path": {
        "hold_class": "reg2reg",
    },
    "clocking": {
        "clk_path_buf_depth": 3,
        "cts_resized": 0,
        "cts.clk_slew.worst_paths_ps": 60,
        "htree_levels": 4,
        "clkSinkCount": 2056,
        "cts_setup_buffers": 0,
        "numCtsBuffers": 205,
        "cts_tree": "done",
        "worstSkewPairLatency_ps": 830,
        "hold_buffers": 0,
        "cts-root-buf": "clkbuf_16",
    },
    "outcome": {
        "status": "finished, final reports clean",
    },
    "power_and_ir_drop": {
        "powerDensity_nw_per_um2": 125,
        "power_mw": 11.1,
        "cellLeakagePower_nw": 26.8,
        "ir_worst_vdd_mv": 0.0923,
    },
    "run": {
        "maxCapViolCount": 0,
        "warning_count": 32,
    },
}
[registers in the layout, indices dropped and copies added (netlist names)]
name and flops:
data_out 8, buffer 2048
[placed cells by master (no fill, tap or decap)]
master,instances
nor2_1,259
nand2_1,14
nor2_4,1
nor2b_4,2
nand2_2,16
diode_2,4
mux4_2,512
nor2b_1,6
buf_12,4
clkinv_2,31
clkinvlp_4,5
clkdlybuf4s50_1,16
a22oi_1,256
inv_6,5
clkbuf_1,47
o41ai_1,30
and3_1,1
a21oi_1,128
or2_2,1
and2_4,1
bufinv_16,21
nand4_1,8
clkbuf_16,205
and3b_1,1
edfxtp_1,2056
nand2b_2,2
o41ai_2,2
buf_4,162
clkinv_16,3
inv_16,4
nor3b_2,1
clkinv_1,52
and2_1,1
clkinv_8,3
buf_8,10
nand3_1,4
[worst register-to-register path, cell delays in order, from the launching register on]
cell and delay (ps):
edfxtp_1 360, mux4_2 490, a22oi_1 430, a21oi_1 190, o41ai_1 890, nand4_1 160
[stage by stage]
| step | hold WS, ps | std cells |
|---|---|---|
| 2_1_floorplan | 896 | 3527 |
| 3_3_place_gp | 1010 | 6118 |
| 3_5_place_dp | 1000 | 6118 |
| 4_1_cts | 1020 | 6494 |
| 5_1_grt | 1130 | 6495 |
| 6_report | 1020 | 6498 |
[area by class of cell]
cell class	instances	area, um2
clock inverters	124	1280
fillers	15830	106000
well taps	2624	3280
flip-flops and latches	2056	61700
diodes	4	10.0
repair buffers	192	1610
multi-input cells	1246	15700
clock buffers	252	5310
[layer usage]
metal / GRT usage [%] / wire length (um) / vias to the layer above
met5: 0.269 / 169 / -
met4: 5.07 / 5450 / 16
met3: 15.4 / 29800 / 327
met2: 31.6 / 91500 / 2052
met1: 26.7 / 62200 / 18809
li1: - / - / 15387
[path summary, 6_finish.rpt]
| check | slack (ps) | to | cells past startpoint | startpoint |
|---|---|---|---|---|
| worst max-delay path | 8630 | data_out[0] | 11 | addr[1] |
| worst max register to register | 13180 | data_out[7] | 5 | buffer[207][7] |
| worst min register to register | 1020 | data_out[2] | 5 | buffer[19][2] |
| worst min-delay path | 1020 | data_out[2] | 5 | buffer[19][2] |
[cell families after synthesis]
family	count (synthesis)
AND/OR/NAND/NOR	318
flip-flops	2056
buffers and inverters	225
AND-OR/OR-AND	416
multiplexers	512
[power breakdown]
group | internal (mW) | switching, mW | leakage, nW | total, mW
sequential | 5.93 | 0.00469 | 18.5 | 5.94
combinational | 0.165 | 0.306 | 5.13 | 0.470
clock | 2.70 | 1.99 | 3.20 | 4.69
Power and IR drop assume default switching activity.
