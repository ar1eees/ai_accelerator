==> design.v <==
module cu_engine (
    input  clk, nrst,
    input  [71:0] filter, 
    input  [23:0] data_in,
    input  [ 8:0] pe_en_ctrl,
    output [15:0] pe_out
);
    reg [23:0] dff [0:1];
    wire [143:0] psum;
    pe pe00 (.clk(clk), .en(pe_en_ctrl[0]), .a(data_in[ 7: 0]), .b(filter[ 7: 0]), .out(psum[15: 0]));
    pe pe10 (.clk(clk), .en(pe_en_ctrl[1]), .a(data_in[15: 8]), .b(filter[15: 8]), .out(psum[31:16]));
    pe pe20 (.clk(clk), .en(pe_en_ctrl[2]), .a(data_in[23:16]), .b(filter[23:16]), .out(psum[47:32]));
    pe pe01 (.clk(clk), .en(pe_en_ctrl[3]), .a(dff[0][ 7: 0]), .b(filter[31:24]), .out(psum[63:48]));
    pe pe11 (.clk(clk), .en(pe_en_ctrl[4]), .a(dff[0][15: 8]), .b(filter[39:32]), .out(psum[79:64]));
    pe pe21 (.clk(clk), .en(pe_en_ctrl[5]), .a(dff[0][23:16]), .b(filter[47:40]), .out(psum[95:80]));
    pe pe02 (.clk(clk), .en(pe_en_ctrl[6]), .a(dff[1][ 7: 0]), .b(filter[55:48]), .out(psum[111: 96]));
    pe pe12 (.clk(clk), .en(pe_en_ctrl[7]), .a(dff[1][15: 8]), .b(filter[63:56]), .out(psum[127:112]));
    pe pe22 (.clk(clk), .en(pe_en_ctrl[8]), .a(dff[1][23:16]), .b(filter[71:64]), .out(psum[143:128]));
    always @(posedge clk) begin
        if (!nrst) begin
            dff[0] <= 0;
            dff[1] <= 0;
        end else begin
            dff[0] <= data_in;
            dff[1] <= dff[0]; 
        end
    end
    assign pe_out = psum[15:0] + psum[31:16] + psum[47:32] + psum[63:48] + psum[79:64] + psum[95:80] + psum[111:96] + psum[127:112] + psum[143:128];
endmodule
module pe (
    input clk, en,
    input      [7:0] a, b,
    output reg [15:0] out
);
    always @(posedge clk) begin
        if (en) begin
            out <= a*b;
        end else begin  
            out <= 0;
        end
    end
endmodule
==> run.sh <==
#!/bin/bash
# OpenROAD 26Q1-2900-gdf79404cd8, Yosys 0.63+post, stock flow scripts
make -C /OpenROAD-flow-scripts/flow DESIGN_CONFIG=/design/flow/config.mk WORK_HOME=/design/flow/orfs finish
==> config.mk <==
export PLATFORM = sky130hd
export DESIGN_NAME = cu_engine
export DESIGN_NICKNAME = cu_engine
export VERILOG_FILES = /design/flow/design.v
export SDC_FILE = /design/flow/constraint.sdc
export NUM_CORES = 4
export LEC_CHECK = 1
export CORE_UTILIZATION = 30
==> constraint.sdc <==
current_design cu_engine

set clk_period 8.6
set clk_io_pct 0.2

create_clock -name clk0 -period $clk_period [get_ports {clk}]

set non_clock_inputs [all_inputs -no_clocks]
set_input_delay [expr $clk_period * $clk_io_pct] -clock clk0 $non_clock_inputs
set_output_delay [expr $clk_period * $clk_io_pct] -clock clk0 [all_outputs]
==> impl_metrics.json <==
{
  "stdcell_count": 4166,
  "cts_root_buffer": "clkbuf_16",
  "cts_htree_levels": 4,
  "path_cells": "inv_1 > fa_1 > inv_1 > fa_1 > fa_1 > inv_1 > fa_1 > inv_1 > ha_1 > fa_1 > a211oi_1 > o211ai_1 > a41oi_1 > o21bai_1 > a21oi_1 > xnor2_1 > clkdlybuf4s50_1",
  "grt_max_degree": 49,
  "stdcell_area_um2": 30030,
  "avgSynthCellArea_um2": 9.397,
  "dr.pass1.iters": 26,
  "async_flop_share_pct": 0,
  "hp-class": "reg -> reg",
  "worst-path-max-fanout": 3,
  "clk_latency_ns": 0.45,
  "crit_type": "reg -> out",
  "final_layout_top_logic_cell": "inv_1",
  "dp_hpwl_um": 52220,
  "ys.flops": 192,
  "die_height_um": 300.9,
  "drc": 0,
  "relSlewSlack_pct": 41.20,
  "finalCriticalPeriod_ns": 7.336,
  "irDropWorstVdd_mv": 0.6054,
  "antenna_found_initial": 6,
  "dp_cells": 4130,
  "period_used_pct": 85.31,
  "rsz0062_at_grt": "false",
  "gp_congestion": 0.9141,
  "core_um2": 88510,
  "edf_count": 0,
  "warnings": 25,
  "cts_hold_buffers": 0,
  "synthFlopType": "dfxtp_1",
  "start_kind": "flop",
  "grt_pass1_wl_um": 105200,
  "cpMostUsedCell": "fa_1",
  "drive_gt1_share_pct": 1.635,
  "numPortBuffers": 122,
  "grt_usage_pct": 15.25,
  "cts_buffer_depth": 2,
  "drt_wl_total_um": 61700,
  "cts_tree": "done",
  "final-hold-violation-count": 0,
  "critPathBufInv": 5,
  "tns_ns": 0,
  "cts_sinks": 192,
  "ioPinCount": 123,
  "dieWidth_um": 300.9,
  "maxCapViolations": 0,
  "worst_slew_pin_slew_ns": 0.8597,
  "synthCells": 2853,
  "finClkSkew_ns": 0.01209,
  "routedWlPerCell_um": 14.81,
  "critPathSlowestCell": "clkdlybuf4s50_1",
  "setup_viol": 0,
  "ant_nets": 0,
  "vias_per_cell": 4.478,
  "status": "finished clean",
  "vias": 18654,
  "placed_area_um2": 29450,
  "powerDensity_nw_per_um2": 307.8,
  "lay_top_cells": "inv_1, and2_1, fa_1",
  "ys_types": 55,
  "chipArea_um2": 90570,
  "cp_data_arrival_time_ns": 5.62,
  "power.leakage_nw": 15.13,
  "slew_viol_final": 0,
  "fp-row-count": 109,
  "cts_buffers": 17,
  "max_stage_delay_ns": 0.56,
  "ys.warnings.count": 4,
  "initCoreUtil_pct": 30.29,
  "grt_overflow": 0,
  "drt-initial-drc-count": 570,
  "cp_top_family": "adder cells",
  "syn_area_um2": 26810,
  "required_ns": 6.88,
  "ys_cells": 2853,
  "post-cts-setup-buffers": 0,
  "fmax_ghz": 0.1363,
  "yosys_area_um2": 26810,
  "grt_pass1_vias": 20133,
  "area_growth_pct": 12.00,
  "clk_pin_slew_worst_paths_ns": 0.08,
  "ctsResizeCount": 0,
  "end_kind": "output pin",
  "ys_seq_share_pct": 14.34
}
## synth_stat cells (17+ instances only)
library cell,count,area (um^2)
and2_1,556,3478
nand3_1,17,85.08
nor2b_1,20,125.1
inv_1,609,2286
ha_1,340,4254
xor2_1,31,271.5
o21a_1,45,337.8
a21oi_1,65,325.3
a21o_1,38,285.3
nor2_1,88,330.3
fa_1,425,8508
a211oi_1,22,165.2
xnor2_1,48,420.4
nand2_1,112,420.4
dfxtp_1,192,3844
o21ai_0,43,215.2
nor3_1,39,195.2
## stage by stage
step	power [W]	setup WS (ns)	hold WS, ns	utilization, %
global placement	0.008628	1.711	0.6128	33.27
floorplan	0.005329	2.780	0.5098	-
global route	0.01041	0.9273	0.6594	33.92
CTS	0.009504	1.227	0.6203	33.92
finish	0.009241	1.264	0.6202	33.93
detailed placement	0.008634	1.775	0.6122	33.27
## power breakdown
group / internal [W] / leakage [nW] / switching, W
clock network: 0.000416 / 0.272 / 0.000389
logic: 0.00349 / 13.3 / 0.00382
registers: 0.00103 / 1.58 / 0.0000875
total: 0.00494 / 15.1 / 0.00430
## worst reg2reg max path: cells and delay by family, from the launching register on
kind	cells	cell delay [ns]
AND/OR/NAND/NOR	2	0.40
adder cells (fa/ha/maj)	5	2.26
buffers and inverters	4	0.20
AND-OR/OR-AND	4	1.17
flip-flops	1	0.44
## metal layers
layer | share of wire [%] | vias to the layer above | track usage, %
met5 | 0.044 | - | 0
met4 | 1.2 | 6 | 1.595
met3 | 5.8 | 34 | 3.472
met2 | 48 | 276 | 25.21
met1 | 45 | 9214 | 21.56
li1 | - | 9124 | -
## worst paths after layout
check	cells past startpoint	from	end	slack [ns]
hold / removal	1	dff[0][6]	dff[1][6]	0.62
setup reg to reg	15	dff[0][13]	pe11.out[14]	4.01
hold reg to reg	1	dff[0][6]	dff[1][6]	0.62
setup / recovery	17	pe00.out[2]	pe_out[14]	1.26
## cells by family after synthesis
| logic type | after synthesis | share of synthesized area (%) |
|---|---|---|
| mux | 6 | 0.2287 |
| fa+ha+maj | 765 | 47.60 |
| simple gates | 892 | 18.86 |
| xor+xnor | 79 | 2.581 |
| flops | 192 | 14.34 |
| buf+inv | 625 | 8.750 |
| compound gates | 294 | 7.644 |
## area by class of cell
cell class,instances,area (um^2)
Sequential cell,192,3844
Clock inverter,11,117.6
Antenna cell,4,10.01
Fill cell,8976,58480
Timing Repair Buffer,123,1224
Multi-Input combinational cell,2036,20620
Inverter,614,2305
Clock buffer,21,450.4
Tap cell,1165,1458
## flip-flops by register name (all words and copies together), names as in the netlist
| register | cells |
|---|---|
| pe11.out | 16 |
| pe00.out | 16 |
| pe20.out | 16 |
| pe02.out | 16 |
| pe12.out | 16 |
| pe01.out | 16 |
| pe21.out | 16 |
| pe10.out | 16 |
| pe22.out | 16 |
| dff | 48 |
Power and IR drop assume default switching activity.
